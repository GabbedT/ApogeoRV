==> flow/design.v <==
package control_status_registers_pkg;
    localparam FFLAGS = 12'h001;
    localparam FRM = 12'h002;
    localparam FCSR = 12'h003;
    localparam CYCLE = 12'hC00;
    localparam TIME = 12'hC01;
    localparam INSTRET = 12'hC02;
    localparam HPMCOUNTER3 = 12'hC03;
    localparam HPMCOUNTER4 = 12'hC04;
    localparam HPMCOUNTER5 = 12'hC05;
    localparam HPMCOUNTER6 = 12'hC06;
    localparam CYCLEH = 12'hC80;
    localparam TIMEH = 12'hC81;
    localparam INSTRETH = 12'hC82;
    localparam HPMCOUNTER3H = 12'hC83;
    localparam HPMCOUNTER4H = 12'hC84;
    localparam HPMCOUNTER5H = 12'hC85;
    localparam HPMCOUNTER6H = 12'hC86;
    localparam MVENDORID = 12'h0;
    localparam MARCHID = 12'd40;
    localparam MIMPID = 12'h0;
    localparam MHARTID = 12'h0;
    localparam MSTATUS = 12'h300;
    localparam MISA = 12'h301;
    localparam MIE = 12'h304;
    localparam MTVEC = 12'h305;
    localparam MCOUNTEREN = 12'h306;
    localparam MSCRATCH = 12'h340;
    localparam MEPC = 12'h341;
    localparam MCAUSE = 12'h342;
    localparam MIP = 12'h344;
    localparam MCYCLE = 12'hB00;
    localparam MTIME = 12'hB01;
    localparam MINSTRET = 12'hB02;
    localparam MHPMCOUNTER3 = 12'hB03;
    localparam MHPMCOUNTER4 = 12'hB04;
    localparam MHPMCOUNTER5 = 12'hB05;
    localparam MHPMCOUNTER6 = 12'hB06;
    localparam MCYCLEH = 12'hB80;
    localparam MTIMEH = 12'hB81;
    localparam MINSTRETH = 12'hB82;
    localparam MHPMCOUNTER3H = 12'hB83;
    localparam MHPMCOUNTER4H = 12'hB84;
    localparam MHPMCOUNTER5H = 12'hB85;
    localparam MHPMCOUNTER6H = 12'hB86;
    localparam MCOUNTINHIBIT = 12'h320;
    localparam MHPMEVENT3 = 12'h323;
    localparam MHPMEVENT4 = 12'h324;
    localparam MHPMEVENT5 = 12'h325;
    localparam MHPMEVENT6 = 12'h326;
    localparam USER = 2'b00;
    localparam MACHINE = 2'b11;
    localparam READ_ONLY  = 2'b11;
    localparam READ_WRITE0 = 2'b00;
    localparam READ_WRITE1 = 2'b10;
    localparam READ_WRITE2 = 2'b01;
    typedef struct packed {
        logic [11:10] access_mode;
        logic [9:8]   privilege;
        logic [7:0]   index;
    } csr_address_t;
    localparam MISA_VALUE = 32'b01_0000_00001101000001000100_1_00110; 
    localparam MVENDORID_VALUE = 32'b0;
    localparam MARCHID_VALUE = 32'h41504F47;
    localparam MIMPID_VALUE  = 32'b0;
    localparam MHARTID_VALUE = 32'b0;
    typedef struct packed {
        logic [1:0]   MPP;       
        logic         MPIE;      
        logic         MIE;       
    } mstatus_csr_t;
    typedef struct packed {
        logic [31:2] BASE;
        logic [1:0]  MODE;
    } mtvec_csr_t;
    localparam DIRECT_MODE   = 1'b0;
    localparam VECTORED_MODE = 1'b1;
    typedef struct packed {
        logic MEIP;
        logic MTIP;
    } mip_csr_t;
    typedef struct packed {
        logic MEIE; 
        logic MTIE;
    } mie_csr_t;
    typedef struct packed {
        logic        is_interrupt;
        logic [30:0] exception_code;
    } mcause_csr_t;
    typedef struct packed {
        logic [1:0] mcycle;
        logic [1:0] minstret;
        logic misa;
        logic mstatus;
        logic mtvec;
        logic mcause;
        logic mepc;
        logic mip;
        logic mie;
        logic [3:0] mhpmevent;
        logic [1:0][3:0] mhpmcounter;
        logic mcounteren;
        logic mcountinhibit;
        logic mscratch;
    } csr_enable_t;
    localparam MACHINE_CYCLE       = 3'd1;
    localparam DATA_STORE_EXEC     = 3'd2;
    localparam DATA_LOAD_EXEC      = 3'd3;
    localparam INTERRUPT_TAKEN     = 3'd4;
    localparam EXCEPTION_TAKEN     = 3'd5;
    localparam BRANCH_COUNTER      = 3'd6;
    localparam BRANCH_MISPREDICTED = 3'd7;
    typedef struct packed {
        logic NV;
        logic DZ;
        logic OF;
        logic UF;
        logic NX;
    } fcsr_t;
endpackage : control_status_registers_pkg
import control_status_registers_pkg::*;
package store_unit_pkg;
    typedef enum logic [1:0] {BYTE, HALF_WORD, WORD} store_width_t;
    typedef struct packed {
        logic [31:0] data;
        logic [31:0] address;
        store_width_t store_width;
    } store_buffer_entry_t;
endpackage : store_unit_pkg
import store_unit_pkg::*;
package riscv32;
    localparam NOP = 32'h00000013;
    localparam X0 = '0; 
    localparam REGISTER = 1'b0;
    localparam IMMEDIATE = 1'b1;
    localparam LUI = 5'b01101; 
    localparam AUIPC = 5'b00101; 
    localparam JAL = 5'b11011;
    localparam JALR = 5'b11001; 
    localparam BRANCH = 5'b11000; 
    localparam LOAD = 5'b00000;
    localparam STORE = 5'b01000;
    localparam IMM_ARITHM = 5'b00100;
    localparam REG_ARITHM = 5'b01100;
    localparam FENCE = 5'b00011;
    localparam SYSTEM = 5'b11100;
    localparam FLOAT_REG_ARITHM = 5'b10100;
    localparam BEQ = 3'b000;
    localparam BNE = 3'b001;
    localparam BLT = 3'b100;
    localparam BGE = 3'b101;
    localparam BLTU = 3'b110;
    localparam BGEU = 3'b111;
    localparam LB = 3'b000;
    localparam LH = 3'b001;
    localparam LW = 3'b010;
    localparam LBU = 3'b100;
    localparam LHU = 3'b101;
    localparam SB = 3'b000;
    localparam SH = 3'b001;
    localparam SW = 3'b010;
    localparam ADDI = 3'b000;
    localparam ADD = 3'b000;
    localparam SLTI = 3'b010;
    localparam SLT = 3'b010;
    localparam SLTIU = 3'b011;
    localparam SLTU = 3'b011;
    localparam XORI = 3'b100;
    localparam XOR = 3'b100;
    localparam ORI = 3'b110;
    localparam OR = 3'b110;
    localparam ANDI = 3'b111;
    localparam AND = 3'b111;
    localparam SRI = 3'b101;
    localparam SR = 3'b101;
    localparam SLLI = 3'b001;
    localparam SLL = 3'b001;
    localparam CSRRW = 3'b001;
    localparam CSRRS = 3'b010;
    localparam CSRRC = 3'b011;
    localparam CSRRWI = 3'b101;
    localparam CSRRSI = 3'b110;
    localparam CSRRCI = 3'b111;
    localparam MUL = 3'b000;
    localparam MULH = 3'b001;
    localparam MULHSU = 3'b010;
    localparam MULHU = 3'b011;
    localparam DIV = 3'b100;
    localparam DIVU = 3'b101;
    localparam REM = 3'b110;
    localparam REMU = 3'b111;
    localparam BSETI = 3'b011;
    localparam BSET = 3'b011;
    localparam BCLRI = 3'b101;
    localparam BCLR = 3'b101;
    localparam BINVI = 3'b111;
    localparam BINV = 3'b111;
    localparam BEXT = 5'b10100;
    localparam BEXTI = 3'b101;
    localparam CLZ = 3'b000;
    localparam CTZ = 3'b001;
    localparam CPOP = 3'b010;
    localparam SEXTB = 3'b100; 
    localparam SEXTH = 3'b101;
    localparam ZEXTH = 4'b0010;
    localparam SH1ADD = 3'b010;
    localparam SH2ADD = 4'b0100;
    localparam SH3ADD = 2'b01;
    localparam MIN = 4'b0011;
    localparam MINU = 5'b00101;
    localparam MAX = 2'b00;
    localparam MAXU = 1'b0;
    localparam ANDN = 1'b1;
    localparam XNOR = 4'b1000; 
    localparam ORN = 2'b10;
    localparam ROR = 5'b11000;
    localparam RORI = 3'b110;
    localparam ROL = 3'b110; 
    localparam REV8 = 3'b111;
    localparam ORCB = 3'b011;
    localparam FADDS = 5'b00000;
    localparam FSUBS = 5'b00001;
    localparam FMULS = 5'b00010;
    localparam FSGNS = 5'b00100;
    localparam FSELS = 5'b00101;
    localparam FCVTWS = 5'b11000;
    localparam FCOMPS = 5'b10100;
    localparam FCLASS = 5'b11100;
    localparam FCVTSW = 5'b11010;
    localparam FEQ = 2'b10;
    localparam FLT = 2'b01;
    localparam FLE = 2'b00;
    localparam FSGNJ = 2'b00;
    localparam FSGNJN = 2'b01;
    localparam FSGNJX = 2'b10;
    localparam CADDI4SPN = 2'b00;
    localparam CADDI16SP = 5'd2;
    localparam CADD = 3'b000;
    localparam CSUB = 2'b00;
    localparam CNOP = 5'b0;
    localparam CLI = 3'b010;
    localparam CMV = 3'b100;
    localparam CLW = 2'b01;
    localparam CSW = 2'b11;
    localparam CLWSP = 3'b010;
    localparam CSWSP = 3'b110;
    localparam CSRLI = 2'b00;
    localparam CSRAI = 2'b01;
    localparam CANDI = 2'b10;
    localparam CXOR = 2'b01;
    localparam COR = 2'b10;
    localparam CAND = 2'b11;
    localparam CSLLI = 3'b000;
    localparam CJAL = 3'b001;
    localparam CJ = 3'b101;
    localparam CJR = 3'b110;
    localparam CBEQZ = 3'b110;
    localparam CBNEZ = 3'b111;
    localparam CEBREAK = 3'b011;
    localparam CJALR = 3'b010;
    typedef struct packed {
        logic [6:0] funct7;
        logic [4:0] reg_src_2;
        logic [4:0] reg_src_1;
        logic [2:0] funct3; 
        logic [4:0] reg_dest;
        logic [4:0] opcode;
        logic [1:0] padding;
    } R_type_t;
    typedef struct packed {
        logic [11:0] immediate;  
        logic [4:0] reg_src_1;
        logic [2:0] funct3; 
        logic [4:0] reg_dest;
        logic [4:0] opcode;
        logic [1:0] padding;
    } I_type_t;
    typedef struct packed {
        logic [6:0] immediate2;  
        logic [4:0] reg_src_2;
        logic [4:0] reg_src_1;
        logic [2:0] funct3; 
        logic [4:0] immediate1;  
        logic [4:0] opcode;
        logic [1:0] padding;
    } S_type_t;
    typedef struct packed {
        logic immediate4;  
        logic [5:0] immediate3;  
        logic [4:0] reg_src_2;
        logic [4:0] reg_src_1;
        logic [2:0] funct3; 
        logic [3:0] immediate2;  
        logic immediate1;  
        logic [4:0] opcode;
        logic [1:0] padding;
    } B_type_t;
    typedef struct packed {
        logic [31:12] immediate;   
        logic [11:7] reg_dest; 
        logic [4:0] opcode;
        logic [1:0] padding;
    } U_type_t;
    typedef struct packed {
        logic immediate4;  
        logic [30:21] immediate3;  
        logic immediate2;  
        logic [19:12] immediate1;  
        logic [11:7] reg_dest;
        logic [6:2] opcode;
        logic [1:0] padding;
    } J_type_t;
    typedef union packed {
        R_type_t R;
        I_type_t I;
        S_type_t S;
        B_type_t B;
        U_type_t U;
        J_type_t J;
        logic [31:0] full;
    } instruction_t; 
    typedef struct packed {
        logic [3:0] funct4;
        logic [4:0] reg_ds1;
        logic [4:0] reg_src_2;
    } CR_type_t;
    typedef struct packed {
        logic [2:0] funct3;
        logic immediate2;
        logic [4:0] reg_ds1;
        logic [4:0] immediate1;
    } CI_type_t;
    typedef struct packed {
        logic [2:0] funct3;
        logic [5:0] immediate;
        logic [4:0] reg_src_2;
    } CSS_type_t;
    typedef struct packed {
        logic [2:0] funct3;
        logic [7:0] immediate;
        logic [2:0] reg_dest;
    } CIW_type_t;
    typedef struct packed {
        logic [2:0] funct3;
        logic [2:0] immediate2;
        logic [2:0] reg_src_1;
        logic [1:0] immediate1;
        logic [2:0] reg_dest;
    } CL_type_t;
    typedef struct packed {
        logic [2:0] funct3;
        logic [2:0] immediate2;
        logic [2:0] reg_src_1;
        logic [1:0] immediate1;
        logic [2:0] reg_src_2;
    } CS_type_t;
    typedef struct packed {
        logic [5:0] funct6;
        logic [2:0] reg_ds1;
        logic [1:0] funct2;
        logic [2:0] reg_src_2;
    } CA_type_t;
    typedef struct packed {
        logic [2:0] funct3;
        logic [2:0] offset2;
        logic [2:0] reg_src_1;
        logic [4:0] offset1;
    } CB_type_t;
    typedef struct packed {
        logic [2:0] funct3;
        logic [10:0] jmp_target;
    } CJ_type_t;
    typedef struct packed {
        union packed {
            CR_type_t  CR;
            CI_type_t  CI;
            CSS_type_t CSS;
            CIW_type_t CIW;
            CL_type_t  CL;
            CS_type_t  CS;
            CA_type_t  CA;
            CB_type_t  CB;
            CJ_type_t  CJ;
        } itype;
        logic [1:0] opcode;
    } cinstruction_t;
endpackage : riscv32 
module register_file (
    input logic clk_i,
    input logic [1:0][4:0] read_address_i,
    input logic [4:0] write_address_i,
    input logic write_i,
    input logic [31:0] write_data_i,
    output logic [1:0][31:0] read_data_o
);
    logic [31:0] iregister [1:0][31:0];
    initial begin
        for (int i = 0; i < 32; ++i) begin
            iregister[0][i] = '0;
            iregister[1][i] = '0;
        end
    end 
        always_ff @(posedge clk_i) begin : integer_write_port0
            if (write_i) begin
                iregister[0][write_address_i] <= write_data_i;
            end
        end : integer_write_port0
    assign read_data_o[0] = (read_address_i[0] == '0) ? '0 : iregister[0][read_address_i[0]];
        always_ff @(posedge clk_i) begin : integer_write_port1
            if (write_i) begin
                iregister[1][write_address_i] <= write_data_i;
            end
        end : integer_write_port1
    assign read_data_o[1] = (read_address_i[1] == '0) ? '0 : iregister[1][read_address_i[1]];
endmodule : register_file
==> flow/run.sh <==
#!/bin/bash
# OpenROAD 26Q1-2900-gdf79404cd8, Yosys 0.63+post, stock flow scripts
make -C /OpenROAD-flow-scripts/flow DESIGN_CONFIG=/design/flow/config.mk WORK_HOME=/design/flow/orfs finish
==> flow/config.mk <==
export PLATFORM = sky130hd
export DESIGN_NAME = register_file
export DESIGN_NICKNAME = register_file
export VERILOG_FILES = /design/flow/design.v
export SDC_FILE = /design/flow/constraint.sdc
export NUM_CORES = 4
export LEC_CHECK = 1
export CORE_UTILIZATION = 40
==> flow/constraint.sdc <==
current_design register_file

set clk_period 5.9
set clk_io_pct 0.2

create_clock -name clk0 -period $clk_period [get_ports {clk_i}]

set non_clock_inputs [all_inputs -no_clocks]
set_input_delay [expr $clk_period * $clk_io_pct] -clock clk0 $non_clock_inputs
set_output_delay [expr $clk_period * $clk_io_pct] -clock clk0 [all_outputs]
==> flow_summary.json <==
{
  "run_status": "finished with violations",
  "failed_checks": "negative setup slack",
  "ys_chip_area_mm2": 0.0471,
  "worst_pin_slew_ps": 1160,
  "vdd_ir_drop_max_v": 0.000236,
  "ctsHtreeMaxLevel": 3,
  "fmax_mhz": 169,
  "layout-area-overhead-vs-synth_pct": 16.1,
  "ctsRootBufferMaster": "clkbuf_16",
  "clock_tree_from_tritoncts": "yes",
  "die-area_mm2": 0.119,
  "critPathTopFamily": "buffers and inverters",
  "critPathArrivalTime_ps": 4730,
  "maxSlewViolCount": 0,
  "synthXorXnorAreaFrac": 0,
  "timing.final.crit_share": 1.00,
  "synth_dominant_cell_count": "edfxtp_1",
  "stage_log_warnings": 26,
  "maxCapViolations": 0,
  "synth-simple-area-share": 0.0154,
  "dominantRegCellSynth": "edfxtp_1",
  "crit_required_ps": 4720,
  "biggestRegsByFlops": "iregister: 1024 flops",
  "report.final.setup_viol": 2,
  "synthesis.instances": 2366,
  "final_worst_path_setup_slack_ps": -9.25,
  "final_design_area_no_fill_mm2": 0.0546,
  "cp_slowest_cell": "or3_2",
  "timing_worst_setup_path_type": "in2out",
  "crit_buf_inv": 4,
  "enable_flop_cells": 1024,
  "gr-usage-all-layers": 0.286,
  "top_cells_by_area": "edfxtp_1, mux4_2, mux2i_1, a22o_1, o22ai_1",
  "finalWorstPathRequiredPeriod_ps": 5910,
  "dpl_cell_area_mm2": 0.0512,
  "remaining_routing_drc_violations": 0,
  "worstSetupStartpointType": "primary input",
  "clock_sinks": 1024,
  "common_cells": "edfxtp_1, mux4_2, mux2i_1",
  "post_synth_num_cell_types": 36,
  "globalplace.congestion": 0.905,
  "timing.max_slew.rel_slack": 0.221,
  "fin_setup_tns_ps": -17.1,
  "maximum_number_of_pins_on_one_net_before_global_route_repair": 72,
  "drt-initial-drc-count": 1592,
  "hold_slack_ps": 1300,
  "remaining_overflow_grt": 0,
  "synth_compound_gate_area_share": 0.0535,
  "hp-class": "in2reg",
  "yosysCellCount": 2366,
  "largest_reg_flops": 1024,
  "report.final.hold_viol_count": 0,
  "chipWidth_um": 345,
  "top_area_cell": "edfxtp_1",
  "utilization": 0.469,
  "dp.cells": 3986,
  "crit_path_max_incr_delay_ps": 830,
  "grt_setup_unrepaired": "false",
  "timing.critical_path.to_type": "output pin",
  "ff_latch_count_synth": 1024,
  "antenna_violations_before_repair": 10,
  "cts-root-to-sink-buffers": 3,
  "rows": 125,
  "synth_largest_type_area_fraction": 0.653,
  "grt_first_pass_wirelength_um": 216000,
  "fin_total_pwr_mw": 16.3,
  "vias": 26856,
  "core_area_mm2": 0.116,
  "yosys_warnings": 1,
  "worstPathCellList": "clkdlybuf4s50_1 -> or3_2 -> buf_4 -> o221ai_1 -> a211oi_1 -> buf_4 -> nor3_1 -> clkdlybuf4s50_1",
  "largest_register": "iregister",
  "final_layout_size_suffix_gt1_frac": 0.324,
  "routed_wl_um": 152000,
  "finalNonFillerCells": 4191,
  "portBuffers": 112,
  "route.antenna.remaining_nets": 0,
  "async_reset_ff_frac": 0,
  "cell_area_after_synthesis_mm2": 0.0471,
  "leakage_nw": 17.6,
  "dp_hpwl_um": 93600,
  "cts_clock_pin_slew_for_the_worst_setup_and_hold_paths_ps": 60,
  "power_per_cell_area_mw_per_mm2": 298,
  "mux_area_frac": 0.255,
  "detail_route.first_pass.iterations": 5,
  "synthesis.area_per_instance_um2": 19.9,
  "place_ws_ps": -189,
  "crit_fanout": 14,
  "cts_made_buffers": 107,
  "seq_area_frac_synth": 0.653,
  "grt_pass1_vias": 30199,
  "route.detailed.vias_per_inst": 6.41,
  "netlist_logic_family_top": "multiplexers",
  "synth-adder-area-share": 0,
  "io_pins": 113,
  "detail_routed_net_length_per_standard_cell_um": 36.3,
  "initial_core_util": 0.404,
  "die_height_um": 345
}
final timing paths:
check / start / end / cells after the start
worst max-delay path: read_address_i[8] / read_data_o[42] / 8
worst min-delay path: write_data_i[17] / iregister[63][17] / 2
where the power goes:
group | total (mW) | internal (mW) | switching (mW)
clock | 6.56 | 3.73 | 2.83
combinational | 1.56 | 0.678 | 0.882
sequential | 8.13 | 8.10 | 0.0357
total | 16.3 | 12.5 | 3.75
layout make-up:
type | count | area, µm²
antenna | 5 | 12.5
clock buffer | 124 | 2740
clock inverter | 76 | 664
fill | 9383 | 61700
inverter | 27 | 101
multi-input combinational | 1118 | 15600
sequential | 1024 | 30700
tap | 1524 | 1910
timing repair buffer | 293 | 2880
layout by cell type, fill, tap and decap left out, types with 3 or more instances in the layout:
master           count
nor2_4              34
a2111oi_0           13
a2111oi_2           15
nor2_1              26
mux2_2              26
a2111oi_1            4
or3b_2               6
edfxtp_1          1024
clkbuf_16          107
o221ai_1            31
a21oi_1             25
clkinv_1            29
nor4_1               7
o22ai_1             58
bufinv_16            9
mux4_2             423
clkinv_2            23
nand3_1              3
clkinvlp_4           4
a211oi_1            43
clkbuf_1            17
nor3_2               8
buf_8                4
nand3b_1             7
buf_4              152
nor3_1              25
buf_12              31
clkdlybuf4s50_1    105
nor2b_4              3
mux2i_1            216
clkinv_4             4
diode_2              5
a211o_1             25
a221oi_1            26
a22o_1              68
nor2b_1             13
inv_6                4
inv_1               27
kinds of logic (layout without fill, tap and decap cells):
| logic type | count (synthesis) | count (layout) |
|---|---|---|
| compound gates | 310 | 310 |
| buf+inv | 224 | 520 |
| flops | 1024 | 1024 |
| mux | 665 | 665 |
| other cells | 0 | 5 |
| simple gates | 143 | 143 |
timing repair:
item | in CTS | in global routing
setup buffers | 0 | 0
gates resized | 3 | 4
endpoints found under the setup margin | 3 | 4
hold buffers | 0 | 0
per-layer routing:
metal,vias up,routed length [µm],track usage
met1,13415,46000,0.309
met3,328,31600,0.265
met2,2307,68400,0.401
li1,10775,-,-
met5,-,992,0.0609
met4,31,5310,0.0755
Power is estimated from default activity; no workload was simulated.
