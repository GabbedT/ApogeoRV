==> flow/design.v <==
package control_status_registers_pkg;
    localparam FFLAGS = 12'h001;
    localparam FRM = 12'h002;
    localparam FCSR = 12'h003;
    localparam CYCLE = 12'hC00;
    localparam TIME = 12'hC01;
    localparam INSTRET = 12'hC02;
    localparam HPMCOUNTER3 = 12'hC03;
    localparam HPMCOUNTER4 = 12'hC04;
    localparam HPMCOUNTER5 = 12'hC05;
    localparam HPMCOUNTER6 = 12'hC06;
    localparam CYCLEH = 12'hC80;
    localparam TIMEH = 12'hC81;
    localparam INSTRETH = 12'hC82;
    localparam HPMCOUNTER3H = 12'hC83;
    localparam HPMCOUNTER4H = 12'hC84;
    localparam HPMCOUNTER5H = 12'hC85;
    localparam HPMCOUNTER6H = 12'hC86;
    localparam MVENDORID = 12'h0;
    localparam MARCHID = 12'd40;
    localparam MIMPID = 12'h0;
    localparam MHARTID = 12'h0;
    localparam MSTATUS = 12'h300;
    localparam MISA = 12'h301;
    localparam MIE = 12'h304;
    localparam MTVEC = 12'h305;
    localparam MCOUNTEREN = 12'h306;
    localparam MSCRATCH = 12'h340;
    localparam MEPC = 12'h341;
    localparam MCAUSE = 12'h342;
    localparam MIP = 12'h344;
    localparam MCYCLE = 12'hB00;
    localparam MTIME = 12'hB01;
    localparam MINSTRET = 12'hB02;
    localparam MHPMCOUNTER3 = 12'hB03;
    localparam MHPMCOUNTER4 = 12'hB04;
    localparam MHPMCOUNTER5 = 12'hB05;
    localparam MHPMCOUNTER6 = 12'hB06;
    localparam MCYCLEH = 12'hB80;
    localparam MTIMEH = 12'hB81;
    localparam MINSTRETH = 12'hB82;
    localparam MHPMCOUNTER3H = 12'hB83;
    localparam MHPMCOUNTER4H = 12'hB84;
    localparam MHPMCOUNTER5H = 12'hB85;
    localparam MHPMCOUNTER6H = 12'hB86;
    localparam MCOUNTINHIBIT = 12'h320;
    localparam MHPMEVENT3 = 12'h323;
    localparam MHPMEVENT4 = 12'h324;
    localparam MHPMEVENT5 = 12'h325;
    localparam MHPMEVENT6 = 12'h326;
    localparam USER = 2'b00;
    localparam MACHINE = 2'b11;
    localparam READ_ONLY  = 2'b11;
    localparam READ_WRITE0 = 2'b00;
    localparam READ_WRITE1 = 2'b10;
    localparam READ_WRITE2 = 2'b01;
    typedef struct packed {
        logic [11:10] access_mode;
        logic [9:8]   privilege;
        logic [7:0]   index;
    } csr_address_t;
    localparam MISA_VALUE = 32'b01_0000_00001101000001000100_1_00110; 
    localparam MVENDORID_VALUE = 32'b0;
    localparam MARCHID_VALUE = 32'h41504F47;
    localparam MIMPID_VALUE  = 32'b0;
    localparam MHARTID_VALUE = 32'b0;
    typedef struct packed {
        logic [1:0]   MPP;       
        logic         MPIE;      
        logic         MIE;       
    } mstatus_csr_t;
    typedef struct packed {
        logic [31:2] BASE;
        logic [1:0]  MODE;
    } mtvec_csr_t;
    localparam DIRECT_MODE   = 1'b0;
    localparam VECTORED_MODE = 1'b1;
    typedef struct packed {
        logic MEIP;
        logic MTIP;
    } mip_csr_t;
    typedef struct packed {
        logic MEIE; 
        logic MTIE;
    } mie_csr_t;
    typedef struct packed {
        logic        is_interrupt;
        logic [30:0] exception_code;
    } mcause_csr_t;
    typedef struct packed {
        logic [1:0] mcycle;
        logic [1:0] minstret;
        logic misa;
        logic mstatus;
        logic mtvec;
        logic mcause;
        logic mepc;
        logic mip;
        logic mie;
        logic [3:0] mhpmevent;
        logic [1:0][3:0] mhpmcounter;
        logic mcounteren;
        logic mcountinhibit;
        logic mscratch;
    } csr_enable_t;
    localparam MACHINE_CYCLE       = 3'd1;
    localparam DATA_STORE_EXEC     = 3'd2;
    localparam DATA_LOAD_EXEC      = 3'd3;
    localparam INTERRUPT_TAKEN     = 3'd4;
    localparam EXCEPTION_TAKEN     = 3'd5;
    localparam BRANCH_COUNTER      = 3'd6;
    localparam BRANCH_MISPREDICTED = 3'd7;
    typedef struct packed {
        logic NV;
        logic DZ;
        logic OF;
        logic UF;
        logic NX;
    } fcsr_t;
endpackage : control_status_registers_pkg
import control_status_registers_pkg::*;
package store_unit_pkg;
    typedef enum logic [1:0] {BYTE, HALF_WORD, WORD} store_width_t;
    typedef struct packed {
        logic [31:0] data;
        logic [31:0] address;
        store_width_t store_width;
    } store_buffer_entry_t;
endpackage : store_unit_pkg
import store_unit_pkg::*;
package riscv32;
    localparam NOP = 32'h00000013;
    localparam X0 = '0; 
    localparam REGISTER = 1'b0;
    localparam IMMEDIATE = 1'b1;
    localparam LUI = 5'b01101; 
    localparam AUIPC = 5'b00101; 
    localparam JAL = 5'b11011;
    localparam JALR = 5'b11001; 
    localparam BRANCH = 5'b11000; 
    localparam LOAD = 5'b00000;
    localparam STORE = 5'b01000;
    localparam IMM_ARITHM = 5'b00100;
    localparam REG_ARITHM = 5'b01100;
    localparam FENCE = 5'b00011;
    localparam SYSTEM = 5'b11100;
    localparam FLOAT_REG_ARITHM = 5'b10100;
    localparam BEQ = 3'b000;
    localparam BNE = 3'b001;
    localparam BLT = 3'b100;
    localparam BGE = 3'b101;
    localparam BLTU = 3'b110;
    localparam BGEU = 3'b111;
    localparam LB = 3'b000;
    localparam LH = 3'b001;
    localparam LW = 3'b010;
    localparam LBU = 3'b100;
    localparam LHU = 3'b101;
    localparam SB = 3'b000;
    localparam SH = 3'b001;
    localparam SW = 3'b010;
    localparam ADDI = 3'b000;
    localparam ADD = 3'b000;
    localparam SLTI = 3'b010;
    localparam SLT = 3'b010;
    localparam SLTIU = 3'b011;
    localparam SLTU = 3'b011;
    localparam XORI = 3'b100;
    localparam XOR = 3'b100;
    localparam ORI = 3'b110;
    localparam OR = 3'b110;
    localparam ANDI = 3'b111;
    localparam AND = 3'b111;
    localparam SRI = 3'b101;
    localparam SR = 3'b101;
    localparam SLLI = 3'b001;
    localparam SLL = 3'b001;
    localparam CSRRW = 3'b001;
    localparam CSRRS = 3'b010;
    localparam CSRRC = 3'b011;
    localparam CSRRWI = 3'b101;
    localparam CSRRSI = 3'b110;
    localparam CSRRCI = 3'b111;
    localparam MUL = 3'b000;
    localparam MULH = 3'b001;
    localparam MULHSU = 3'b010;
    localparam MULHU = 3'b011;
    localparam DIV = 3'b100;
    localparam DIVU = 3'b101;
    localparam REM = 3'b110;
    localparam REMU = 3'b111;
    localparam BSETI = 3'b011;
    localparam BSET = 3'b011;
    localparam BCLRI = 3'b101;
    localparam BCLR = 3'b101;
    localparam BINVI = 3'b111;
    localparam BINV = 3'b111;
    localparam BEXT = 5'b10100;
    localparam BEXTI = 3'b101;
    localparam CLZ = 3'b000;
    localparam CTZ = 3'b001;
    localparam CPOP = 3'b010;
    localparam SEXTB = 3'b100; 
    localparam SEXTH = 3'b101;
    localparam ZEXTH = 4'b0010;
    localparam SH1ADD = 3'b010;
    localparam SH2ADD = 4'b0100;
    localparam SH3ADD = 2'b01;
    localparam MIN = 4'b0011;
    localparam MINU = 5'b00101;
    localparam MAX = 2'b00;
    localparam MAXU = 1'b0;
    localparam ANDN = 1'b1;
    localparam XNOR = 4'b1000; 
    localparam ORN = 2'b10;
    localparam ROR = 5'b11000;
    localparam RORI = 3'b110;
    localparam ROL = 3'b110; 
    localparam REV8 = 3'b111;
    localparam ORCB = 3'b011;
    localparam FADDS = 5'b00000;
    localparam FSUBS = 5'b00001;
    localparam FMULS = 5'b00010;
    localparam FSGNS = 5'b00100;
    localparam FSELS = 5'b00101;
    localparam FCVTWS = 5'b11000;
    localparam FCOMPS = 5'b10100;
    localparam FCLASS = 5'b11100;
    localparam FCVTSW = 5'b11010;
    localparam FEQ = 2'b10;
    localparam FLT = 2'b01;
    localparam FLE = 2'b00;
    localparam FSGNJ = 2'b00;
    localparam FSGNJN = 2'b01;
    localparam FSGNJX = 2'b10;
    localparam CADDI4SPN = 2'b00;
    localparam CADDI16SP = 5'd2;
    localparam CADD = 3'b000;
    localparam CSUB = 2'b00;
    localparam CNOP = 5'b0;
    localparam CLI = 3'b010;
    localparam CMV = 3'b100;
    localparam CLW = 2'b01;
    localparam CSW = 2'b11;
    localparam CLWSP = 3'b010;
    localparam CSWSP = 3'b110;
    localparam CSRLI = 2'b00;
    localparam CSRAI = 2'b01;
    localparam CANDI = 2'b10;
    localparam CXOR = 2'b01;
    localparam COR = 2'b10;
    localparam CAND = 2'b11;
    localparam CSLLI = 3'b000;
    localparam CJAL = 3'b001;
    localparam CJ = 3'b101;
    localparam CJR = 3'b110;
    localparam CBEQZ = 3'b110;
    localparam CBNEZ = 3'b111;
    localparam CEBREAK = 3'b011;
    localparam CJALR = 3'b010;
    typedef struct packed {
        logic [6:0] funct7;
        logic [4:0] reg_src_2;
        logic [4:0] reg_src_1;
        logic [2:0] funct3; 
        logic [4:0] reg_dest;
        logic [4:0] opcode;
        logic [1:0] padding;
    } R_type_t;
    typedef struct packed {
        logic [11:0] immediate;  
        logic [4:0] reg_src_1;
        logic [2:0] funct3; 
        logic [4:0] reg_dest;
        logic [4:0] opcode;
        logic [1:0] padding;
    } I_type_t;
    typedef struct packed {
        logic [6:0] immediate2;  
        logic [4:0] reg_src_2;
        logic [4:0] reg_src_1;
        logic [2:0] funct3; 
        logic [4:0] immediate1;  
        logic [4:0] opcode;
        logic [1:0] padding;
    } S_type_t;
    typedef struct packed {
        logic immediate4;  
        logic [5:0] immediate3;  
        logic [4:0] reg_src_2;
        logic [4:0] reg_src_1;
        logic [2:0] funct3; 
        logic [3:0] immediate2;  
        logic immediate1;  
        logic [4:0] opcode;
        logic [1:0] padding;
    } B_type_t;
    typedef struct packed {
        logic [31:12] immediate;   
        logic [11:7] reg_dest; 
        logic [4:0] opcode;
        logic [1:0] padding;
    } U_type_t;
    typedef struct packed {
        logic immediate4;  
        logic [30:21] immediate3;  
        logic immediate2;  
        logic [19:12] immediate1;  
        logic [11:7] reg_dest;
        logic [6:2] opcode;
        logic [1:0] padding;
    } J_type_t;
    typedef union packed {
        R_type_t R;
        I_type_t I;
        S_type_t S;
        B_type_t B;
        U_type_t U;
        J_type_t J;
        logic [31:0] full;
    } instruction_t; 
    typedef struct packed {
        logic [3:0] funct4;
        logic [4:0] reg_ds1;
        logic [4:0] reg_src_2;
    } CR_type_t;
    typedef struct packed {
        logic [2:0] funct3;
        logic immediate2;
        logic [4:0] reg_ds1;
        logic [4:0] immediate1;
    } CI_type_t;
    typedef struct packed {
        logic [2:0] funct3;
        logic [5:0] immediate;
        logic [4:0] reg_src_2;
    } CSS_type_t;
    typedef struct packed {
        logic [2:0] funct3;
        logic [7:0] immediate;
        logic [2:0] reg_dest;
    } CIW_type_t;
    typedef struct packed {
        logic [2:0] funct3;
        logic [2:0] immediate2;
        logic [2:0] reg_src_1;
        logic [1:0] immediate1;
        logic [2:0] reg_dest;
    } CL_type_t;
    typedef struct packed {
        logic [2:0] funct3;
        logic [2:0] immediate2;
        logic [2:0] reg_src_1;
        logic [1:0] immediate1;
        logic [2:0] reg_src_2;
    } CS_type_t;
    typedef struct packed {
        logic [5:0] funct6;
        logic [2:0] reg_ds1;
        logic [1:0] funct2;
        logic [2:0] reg_src_2;
    } CA_type_t;
    typedef struct packed {
        logic [2:0] funct3;
        logic [2:0] offset2;
        logic [2:0] reg_src_1;
        logic [4:0] offset1;
    } CB_type_t;
    typedef struct packed {
        logic [2:0] funct3;
        logic [10:0] jmp_target;
    } CJ_type_t;
    typedef struct packed {
        union packed {
            CR_type_t  CR;
            CI_type_t  CI;
            CSS_type_t CSS;
            CIW_type_t CIW;
            CL_type_t  CL;
            CS_type_t  CS;
            CA_type_t  CA;
            CB_type_t  CB;
            CJ_type_t  CJ;
        } itype;
        logic [1:0] opcode;
    } cinstruction_t;
endpackage : riscv32 
module halt_unit (
    input logic clk_i,
    input logic rst_n_i,
    input logic halt_i,
    input logic interrupt_i,
    input logic isr_return_i,
    input logic pipeline_empty_i,
    output logic drain_o,
    output logic halted_o
);
    typedef enum logic [1:0] { RUN, DRAIN, HALT, ISR_SERVICE } fsm_states_t;
    fsm_states_t state_CRT, state_NXT;
        always_ff @(posedge clk_i) begin
            if (!rst_n_i) begin
                state_CRT <= RUN;
            end else begin
                state_CRT <= state_NXT;
            end
        end
        always_comb begin
            state_NXT = state_CRT;
            halted_o = 1'b0;
            drain_o = 1'b0;
            case (state_CRT)
                RUN: begin
                    if (halt_i) begin
                        if (interrupt_i) begin
                            state_NXT = ISR_SERVICE;
                        end else begin
                            state_NXT = DRAIN;
                            drain_o = 1'b1;
                        end
                    end
                end
                DRAIN: begin
                    drain_o = 1'b1;
                    if (interrupt_i) begin 
                        state_NXT = ISR_SERVICE;
                        drain_o = 1'b0;
                    end else if (pipeline_empty_i) begin
                        state_NXT = HALT;
                    end
                end
                HALT: begin
                    halted_o = 1'b1;
                    drain_o = 1'b1;
                    if (interrupt_i) begin 
                        state_NXT = ISR_SERVICE;
                        drain_o = 1'b0;
                    end else if (!halt_i) begin
                        state_NXT = RUN;
                        drain_o = 1'b0;
                    end
                end
                ISR_SERVICE: begin
                    if (isr_return_i) begin
                        if (halt_i) begin
                            state_NXT = DRAIN;
                        end else begin
                            state_NXT = RUN;
                        end
                    end
                end
            endcase
        end
endmodule : halt_unit
==> flow/run.sh <==
#!/bin/bash
# OpenROAD 26Q1-2900-gdf79404cd8, Yosys 0.63+post, stock flow scripts
make -C /OpenROAD-flow-scripts/flow DESIGN_CONFIG=/design/flow/config.mk WORK_HOME=/design/flow/orfs finish
==> flow/config.mk <==
export PLATFORM = sky130hd
export DESIGN_NAME = halt_unit
export DESIGN_NICKNAME = halt_unit
export VERILOG_FILES = /design/flow/design.v
export SDC_FILE = /design/flow/constraint.sdc
export NUM_CORES = 4
export LEC_CHECK = 1
export CORE_AREA = 10 10 70 70
export DIE_AREA = 0 0 80 80
==> flow/constraint.sdc <==
current_design halt_unit

set clk_period 1.5
set clk_io_pct 0.2

create_clock -name clk0 -period $clk_period [get_ports {clk_i}]

set non_clock_inputs [all_inputs -no_clocks]
set_input_delay [expr $clk_period * $clk_io_pct] -clock clk0 $non_clock_inputs
set_output_delay [expr $clk_period * $clk_io_pct] -clock clk0 [all_outputs]
==> out/qor.txt <==
max cap viols: 0
post-route clock skew: 1.98 ps
CTS clk-pin slew, worst paths: 30 ps
startpoint class of the critical path: input pin
via count: 231
CTS max path bufs: 2
Log Warnings: 25
Final Hold Vio Count: 0
clock root buffer: clkbuf_4
Cell Chain, Critical Path: clkdlybuf4s50_1 > a21oi_1 > nor2_1 > buf_2
Crit. End Element: output pin
area reported by Yosys stat: 189 um2
routed len/inst: 7.22 um
GRT overflow: 0
Worst EP required: 1200 ps
first-pass GRT wire length: 1110 um
Die Width: 80 um
Mapped Cells: 22
Largest register FFs: 4
post-CTS setup buffers: 0
cell row count: 21
Tcrit/Tclk final: 0.933
diode count: 0
Switching Share: 0.224
yosys cell count: 22
DRT antenna net count: 0
peak supply drop: 0.433 mV
Ys Warns: 1
Psw: 67.6 uW
design area: 368 um2
gp weighted congestion: 0.771
Worst Path Max Fanout: 2
Cell Type Count: 17
buffer-and-inverter tally for the worst setup path: 2
Final Max Slew Viols: 0
Largest regs: state_CRT: 4 flops
Leak Pwr: 0.143 nW
commonest non-fill, non-tap cells in the layout: clkdlybuf4s50_1 (5), buf_4 (4), dfxtp_1 (4)
final setup fails: 0
Most flops, register: state_CRT
Die Y: 80 um
Hold Path Class: flop to flop
CTS Sinks: 4
CP startpoint: halt_i
hold path endpoint: state_CRT[2]$_DFF_P_
fmax: 715 MHz
antenna violations before repair: 0
# DRC: 0
synthesized area: 189 um2
Clock power frac: 0.434
vias in the first global route: 253
delay-heaviest family, CP: buffers and inverters
setup TNS: 0 ps
power per cell area: 819 nW/um2
CP max stage cell: clkdlybuf4s50_1
register area share after synthesis: 0.424
Via density: 2.82
crit path time final: 1400 ps
Gate power share: 0.170
Layout area overhead: 94.7%
CORE AREA: 3420 um2
R2R setup slack: 600 ps
Post-synth regs: 4
CTS tree: yes
Latency at later pin: 230 ps
most frequent logic cell in the layout: clkdlybuf4s50_1
status: complete, no violations
Crit Reg-Reg Startpoint: state_CRT[3]$_DFF_P_
GRT Overall Usage: 0.0211
layout cells sized above 1: 0.306
largest net degree at the start of global routing: 7
syn avg cell area: 8.59 um2
Worst slew margin: 0.865
worst path arrival time: 1100 ps
reg2reg path depth: 3
fin util: 0.108
DIE AREA: 6400 um2
# hold bufs at CTS: 0
Top Ports: 8
Seq pwr share: 0.396
Fillers: 415
hold_ws: 545 ps
Worst Tran Pin Value: 202 ps
initial drt markers: 6
R2R Path End: state_CRT[0]$_DFF_P_
# H-tree levels: 1
Placed Cells incl. Taps: 79
Initial DRT Pass Iterations: 4
Hold Startpoint: state_CRT[2]$_DFF_P_
RSZ-0062 raised after global routing: no
Pint: 234 uW
delay of the slowest cell on the worst path: 490 ps
non-filler cells, final: 82
Final HPWL DP: 462 um
FP Core Util: 0.0553
Routed Wire Length: 592 um
hold path cells: 2
CTS buffer count: 3
Crit Path Class: input pin to output pin
area post-placement: 347 um2
Port Buffers: 7
## stage by stage
stage | power, mW | setup WS (ps)
3_5_place_dp | 0.174 | -299
3_3_place_gp | 0.174 | -317
6_report | 0.301 | 101
2_1_floorplan | 0.135 | 601
5_1_grt | 0.325 | 54.3
4_1_cts | 0.309 | 63.9
## power by group through the flow
| stage | clock, mW | combinational [mW] | sequential, mW |
|---|---|---|---|
| after CTS | 0.138 | 0.0518 | 0.119 |
| after global routing | 0.147 | 0.0584 | 0.120 |
| final | 0.131 | 0.0513 | 0.119 |
## cell families (layout without fill, tap and decap cells)
logic type	after synthesis	count (layout)	synth area share
compound gates	8	8	0.311
buf+inv	2	16	0.0397
flops	4	4	0.424
simple gates	8	8	0.225
## layout make-up
| class | instances | area [um2] | share of cell area |
|---|---|---|---|
| clock buffers | 3 | 22.5 | 0.0612 |
| inverters | 2 | 7.51 | 0.0204 |
| flip-flops and latches | 4 | 80.1 | 0.218 |
| repair buffers | 11 | 93.8 | 0.255 |
| multi-input cells | 16 | 106 | 0.289 |
| well taps | 46 | 57.6 | 0.156 |
## synthesized netlist by cell type
master	n	area share
dfxtp_1	4	0.42
nand2_1	2	0.040
o21ai_0	2	0.053
a211oi_1	1	0.040
a21oi_1	1	0.026
a221oi_2	1	0.079
a22o_1	1	0.046
a22oi_1	1	0.040
and3_1	1	0.033
inv_1	1	0.020
inv_2	1	0.020
nand2b_1	1	0.033
nand3b_1	1	0.040
nand4_1	1	0.033
nor2_1	1	0.020
nor3_1	1	0.026
o21ai_1	1	0.026
## worst max-delay path by stage
stage	endpoint	slack (ps)	cells after the start
CTS	drain_o	60	4
global route	drain_o	50	4
finish	drain_o	100	4
## routing by layer
layer	vias up	GRT usage	share of wire
met4	0	0.00176	0
li1	113	-	-
met1	102	0.0326	0.61
met5	-	0	0
met3	0	0.0125	0.083
met2	16	0.0241	0.31
## worst min-delay path: cells and delay by family, from the launching register on
family / cells / cell delay, ps
compound gates: 1 / 70
flops: 1 / 340
simple gates: 1 / 80
## repair_timing
action,in CTS,in global routing
resized,5,0
endpoints found under the hold margin,0,0
setup endpoints to repair,2,0
Power is estimated from default activity; no workload was simulated.
