**flow/design.v**
```verilog
package control_status_registers_pkg;
    localparam FFLAGS = 12'h001;
    localparam FRM = 12'h002;
    localparam FCSR = 12'h003;
    localparam CYCLE = 12'hC00;
    localparam TIME = 12'hC01;
    localparam INSTRET = 12'hC02;
    localparam HPMCOUNTER3 = 12'hC03;
    localparam HPMCOUNTER4 = 12'hC04;
    localparam HPMCOUNTER5 = 12'hC05;
    localparam HPMCOUNTER6 = 12'hC06;
    localparam CYCLEH = 12'hC80;
    localparam TIMEH = 12'hC81;
    localparam INSTRETH = 12'hC82;
    localparam HPMCOUNTER3H = 12'hC83;
    localparam HPMCOUNTER4H = 12'hC84;
    localparam HPMCOUNTER5H = 12'hC85;
    localparam HPMCOUNTER6H = 12'hC86;
    localparam MVENDORID = 12'h0;
    localparam MARCHID = 12'd40;
    localparam MIMPID = 12'h0;
    localparam MHARTID = 12'h0;
    localparam MSTATUS = 12'h300;
    localparam MISA = 12'h301;
    localparam MIE = 12'h304;
    localparam MTVEC = 12'h305;
    localparam MCOUNTEREN = 12'h306;
    localparam MSCRATCH = 12'h340;
    localparam MEPC = 12'h341;
    localparam MCAUSE = 12'h342;
    localparam MIP = 12'h344;
    localparam MCYCLE = 12'hB00;
    localparam MTIME = 12'hB01;
    localparam MINSTRET = 12'hB02;
    localparam MHPMCOUNTER3 = 12'hB03;
    localparam MHPMCOUNTER4 = 12'hB04;
    localparam MHPMCOUNTER5 = 12'hB05;
    localparam MHPMCOUNTER6 = 12'hB06;
    localparam MCYCLEH = 12'hB80;
    localparam MTIMEH = 12'hB81;
    localparam MINSTRETH = 12'hB82;
    localparam MHPMCOUNTER3H = 12'hB83;
    localparam MHPMCOUNTER4H = 12'hB84;
    localparam MHPMCOUNTER5H = 12'hB85;
    localparam MHPMCOUNTER6H = 12'hB86;
    localparam MCOUNTINHIBIT = 12'h320;
    localparam MHPMEVENT3 = 12'h323;
    localparam MHPMEVENT4 = 12'h324;
    localparam MHPMEVENT5 = 12'h325;
    localparam MHPMEVENT6 = 12'h326;
    localparam USER = 2'b00;
    localparam MACHINE = 2'b11;
    localparam READ_ONLY  = 2'b11;
    localparam READ_WRITE0 = 2'b00;
    localparam READ_WRITE1 = 2'b10;
    localparam READ_WRITE2 = 2'b01;
    typedef struct packed {
        logic [11:10] access_mode;
        logic [9:8]   privilege;
        logic [7:0]   index;
    } csr_address_t;
    localparam MISA_VALUE = 32'b01_0000_00001101000001000100_1_00110; 
    localparam MVENDORID_VALUE = 32'b0;
    localparam MARCHID_VALUE = 32'h41504F47;
    localparam MIMPID_VALUE  = 32'b0;
    localparam MHARTID_VALUE = 32'b0;
    typedef struct packed {
        logic [1:0]   MPP;       
        logic         MPIE;      
        logic         MIE;       
    } mstatus_csr_t;
    typedef struct packed {
        logic [31:2] BASE;
        logic [1:0]  MODE;
    } mtvec_csr_t;
    localparam DIRECT_MODE   = 1'b0;
    localparam VECTORED_MODE = 1'b1;
    typedef struct packed {
        logic MEIP;
        logic MTIP;
    } mip_csr_t;
    typedef struct packed {
        logic MEIE; 
        logic MTIE;
    } mie_csr_t;
    typedef struct packed {
        logic        is_interrupt;
        logic [30:0] exception_code;
    } mcause_csr_t;
    typedef struct packed {
        logic [1:0] mcycle;
        logic [1:0] minstret;
        logic misa;
        logic mstatus;
        logic mtvec;
        logic mcause;
        logic mepc;
        logic mip;
        logic mie;
        logic [3:0] mhpmevent;
        logic [1:0][3:0] mhpmcounter;
        logic mcounteren;
        logic mcountinhibit;
        logic mscratch;
    } csr_enable_t;
    localparam MACHINE_CYCLE       = 3'd1;
    localparam DATA_STORE_EXEC     = 3'd2;
    localparam DATA_LOAD_EXEC      = 3'd3;
    localparam INTERRUPT_TAKEN     = 3'd4;
    localparam EXCEPTION_TAKEN     = 3'd5;
    localparam BRANCH_COUNTER      = 3'd6;
    localparam BRANCH_MISPREDICTED = 3'd7;
    typedef struct packed {
        logic NV;
        logic DZ;
        logic OF;
        logic UF;
        logic NX;
    } fcsr_t;
endpackage : control_status_registers_pkg
import control_status_registers_pkg::*;
package store_unit_pkg;
    typedef enum logic [1:0] {BYTE, HALF_WORD, WORD} store_width_t;
    typedef struct packed {
        logic [31:0] data;
        logic [31:0] address;
        store_width_t store_width;
    } store_buffer_entry_t;
endpackage : store_unit_pkg
import store_unit_pkg::*;
package riscv32;
    localparam NOP = 32'h00000013;
    localparam X0 = '0; 
    localparam REGISTER = 1'b0;
    localparam IMMEDIATE = 1'b1;
    localparam LUI = 5'b01101; 
    localparam AUIPC = 5'b00101; 
    localparam JAL = 5'b11011;
    localparam JALR = 5'b11001; 
    localparam BRANCH = 5'b11000; 
    localparam LOAD = 5'b00000;
    localparam STORE = 5'b01000;
    localparam IMM_ARITHM = 5'b00100;
    localparam REG_ARITHM = 5'b01100;
    localparam FENCE = 5'b00011;
    localparam SYSTEM = 5'b11100;
    localparam FLOAT_REG_ARITHM = 5'b10100;
    localparam BEQ = 3'b000;
    localparam BNE = 3'b001;
    localparam BLT = 3'b100;
    localparam BGE = 3'b101;
    localparam BLTU = 3'b110;
    localparam BGEU = 3'b111;
    localparam LB = 3'b000;
    localparam LH = 3'b001;
    localparam LW = 3'b010;
    localparam LBU = 3'b100;
    localparam LHU = 3'b101;
    localparam SB = 3'b000;
    localparam SH = 3'b001;
    localparam SW = 3'b010;
    localparam ADDI = 3'b000;
    localparam ADD = 3'b000;
    localparam SLTI = 3'b010;
    localparam SLT = 3'b010;
    localparam SLTIU = 3'b011;
    localparam SLTU = 3'b011;
    localparam XORI = 3'b100;
    localparam XOR = 3'b100;
    localparam ORI = 3'b110;
    localparam OR = 3'b110;
    localparam ANDI = 3'b111;
    localparam AND = 3'b111;
    localparam SRI = 3'b101;
    localparam SR = 3'b101;
    localparam SLLI = 3'b001;
    localparam SLL = 3'b001;
    localparam CSRRW = 3'b001;
    localparam CSRRS = 3'b010;
    localparam CSRRC = 3'b011;
    localparam CSRRWI = 3'b101;
    localparam CSRRSI = 3'b110;
    localparam CSRRCI = 3'b111;
    localparam MUL = 3'b000;
    localparam MULH = 3'b001;
    localparam MULHSU = 3'b010;
    localparam MULHU = 3'b011;
    localparam DIV = 3'b100;
    localparam DIVU = 3'b101;
    localparam REM = 3'b110;
    localparam REMU = 3'b111;
    localparam BSETI = 3'b011;
    localparam BSET = 3'b011;
    localparam BCLRI = 3'b101;
    localparam BCLR = 3'b101;
    localparam BINVI = 3'b111;
    localparam BINV = 3'b111;
    localparam BEXT = 5'b10100;
    localparam BEXTI = 3'b101;
    localparam CLZ = 3'b000;
    localparam CTZ = 3'b001;
    localparam CPOP = 3'b010;
    localparam SEXTB = 3'b100; 
    localparam SEXTH = 3'b101;
    localparam ZEXTH = 4'b0010;
    localparam SH1ADD = 3'b010;
    localparam SH2ADD = 4'b0100;
    localparam SH3ADD = 2'b01;
    localparam MIN = 4'b0011;
    localparam MINU = 5'b00101;
    localparam MAX = 2'b00;
    localparam MAXU = 1'b0;
    localparam ANDN = 1'b1;
    localparam XNOR = 4'b1000; 
    localparam ORN = 2'b10;
    localparam ROR = 5'b11000;
    localparam RORI = 3'b110;
    localparam ROL = 3'b110; 
    localparam REV8 = 3'b111;
    localparam ORCB = 3'b011;
    localparam FADDS = 5'b00000;
    localparam FSUBS = 5'b00001;
    localparam FMULS = 5'b00010;
    localparam FSGNS = 5'b00100;
    localparam FSELS = 5'b00101;
    localparam FCVTWS = 5'b11000;
    localparam FCOMPS = 5'b10100;
    localparam FCLASS = 5'b11100;
    localparam FCVTSW = 5'b11010;
    localparam FEQ = 2'b10;
    localparam FLT = 2'b01;
    localparam FLE = 2'b00;
    localparam FSGNJ = 2'b00;
    localparam FSGNJN = 2'b01;
    localparam FSGNJX = 2'b10;
    localparam CADDI4SPN = 2'b00;
    localparam CADDI16SP = 5'd2;
    localparam CADD = 3'b000;
    localparam CSUB = 2'b00;
    localparam CNOP = 5'b0;
    localparam CLI = 3'b010;
    localparam CMV = 3'b100;
    localparam CLW = 2'b01;
    localparam CSW = 2'b11;
    localparam CLWSP = 3'b010;
    localparam CSWSP = 3'b110;
    localparam CSRLI = 2'b00;
    localparam CSRAI = 2'b01;
    localparam CANDI = 2'b10;
    localparam CXOR = 2'b01;
    localparam COR = 2'b10;
    localparam CAND = 2'b11;
    localparam CSLLI = 3'b000;
    localparam CJAL = 3'b001;
    localparam CJ = 3'b101;
    localparam CJR = 3'b110;
    localparam CBEQZ = 3'b110;
    localparam CBNEZ = 3'b111;
    localparam CEBREAK = 3'b011;
    localparam CJALR = 3'b010;
    typedef struct packed {
        logic [6:0] funct7;
        logic [4:0] reg_src_2;
        logic [4:0] reg_src_1;
        logic [2:0] funct3; 
        logic [4:0] reg_dest;
        logic [4:0] opcode;
        logic [1:0] padding;
    } R_type_t;
    typedef struct packed {
        logic [11:0] immediate;  
        logic [4:0] reg_src_1;
        logic [2:0] funct3; 
        logic [4:0] reg_dest;
        logic [4:0] opcode;
        logic [1:0] padding;
    } I_type_t;
    typedef struct packed {
        logic [6:0] immediate2;  
        logic [4:0] reg_src_2;
        logic [4:0] reg_src_1;
        logic [2:0] funct3; 
        logic [4:0] immediate1;  
        logic [4:0] opcode;
        logic [1:0] padding;
    } S_type_t;
    typedef struct packed {
        logic immediate4;  
        logic [5:0] immediate3;  
        logic [4:0] reg_src_2;
        logic [4:0] reg_src_1;
        logic [2:0] funct3; 
        logic [3:0] immediate2;  
        logic immediate1;  
        logic [4:0] opcode;
        logic [1:0] padding;
    } B_type_t;
    typedef struct packed {
        logic [31:12] immediate;   
        logic [11:7] reg_dest; 
        logic [4:0] opcode;
        logic [1:0] padding;
    } U_type_t;
    typedef struct packed {
        logic immediate4;  
        logic [30:21] immediate3;  
        logic immediate2;  
        logic [19:12] immediate1;  
        logic [11:7] reg_dest;
        logic [6:2] opcode;
        logic [1:0] padding;
    } J_type_t;
    typedef union packed {
        R_type_t R;
        I_type_t I;
        S_type_t S;
        B_type_t B;
        U_type_t U;
        J_type_t J;
        logic [31:0] full;
    } instruction_t; 
    typedef struct packed {
        logic [3:0] funct4;
        logic [4:0] reg_ds1;
        logic [4:0] reg_src_2;
    } CR_type_t;
    typedef struct packed {
        logic [2:0] funct3;
        logic immediate2;
        logic [4:0] reg_ds1;
        logic [4:0] immediate1;
    } CI_type_t;
    typedef struct packed {
        logic [2:0] funct3;
        logic [5:0] immediate;
        logic [4:0] reg_src_2;
    } CSS_type_t;
    typedef struct packed {
        logic [2:0] funct3;
        logic [7:0] immediate;
        logic [2:0] reg_dest;
    } CIW_type_t;
    typedef struct packed {
        logic [2:0] funct3;
        logic [2:0] immediate2;
        logic [2:0] reg_src_1;
        logic [1:0] immediate1;
        logic [2:0] reg_dest;
    } CL_type_t;
    typedef struct packed {
        logic [2:0] funct3;
        logic [2:0] immediate2;
        logic [2:0] reg_src_1;
        logic [1:0] immediate1;
        logic [2:0] reg_src_2;
    } CS_type_t;
    typedef struct packed {
        logic [5:0] funct6;
        logic [2:0] reg_ds1;
        logic [1:0] funct2;
        logic [2:0] reg_src_2;
    } CA_type_t;
    typedef struct packed {
        logic [2:0] funct3;
        logic [2:0] offset2;
        logic [2:0] reg_src_1;
        logic [4:0] offset1;
    } CB_type_t;
    typedef struct packed {
        logic [2:0] funct3;
        logic [10:0] jmp_target;
    } CJ_type_t;
    typedef struct packed {
        union packed {
            CR_type_t  CR;
            CI_type_t  CI;
            CSS_type_t CSS;
            CIW_type_t CIW;
            CL_type_t  CL;
            CS_type_t  CS;
            CA_type_t  CA;
            CB_type_t  CB;
            CJ_type_t  CJ;
        } itype;
        logic [1:0] opcode;
    } cinstruction_t;
endpackage : riscv32 
module trap_manager (
    input logic clk_i,
    input logic rst_n_i,
    output logic flush_o,
    output logic stall_o,
    output logic int_ack_o,
    input logic wake_up_i,
    input logic interrupt_i,
    input logic exception_i,
    input logic core_sleep_i
);
    typedef enum logic [1:0] {IDLE, ACK_CYCLE, CLEAR_CYCLE, WAIT_WAKE_UP} fsm_state_t;
    fsm_state_t state_CRT, state_NXT;
        always_ff @(posedge clk_i ) begin
            if (!rst_n_i) begin
                state_CRT <= IDLE;
            end else begin
                state_CRT <= state_NXT;
            end
        end 
        always_comb begin
            state_NXT = state_CRT;
            flush_o = 1'b0;
            stall_o = 1'b0;
            int_ack_o = 1'b0;
            case (state_CRT)
                IDLE: begin
                    if (interrupt_i) begin
                        state_NXT = ACK_CYCLE;
                    end else if (core_sleep_i) begin
                        state_NXT = WAIT_WAKE_UP;
                    end
                    stall_o = core_sleep_i;
                    flush_o = interrupt_i | exception_i; 
                end
                ACK_CYCLE: begin
                    state_NXT = IDLE;
                    int_ack_o = 1'b1;
                    stall_o = 1'b0;
                end
                WAIT_WAKE_UP: begin
                    stall_o = 1'b1;
                    if (wake_up_i) begin
                        state_NXT = ACK_CYCLE;
                        stall_o = 1'b0;
                        flush_o = 1'b1;
                    end
                end
            endcase 
        end
endmodule : trap_manager 
```
**flow/run.sh**
```bash
#!/bin/bash
# OpenROAD 26Q1-2900-gdf79404cd8, Yosys 0.63+post, stock flow scripts
make -C /OpenROAD-flow-scripts/flow DESIGN_CONFIG=/design/flow/config.mk WORK_HOME=/design/flow/orfs finish
```
**flow/config.mk**
```make
export PLATFORM = sky130hd
export DESIGN_NAME = trap_manager
export DESIGN_NICKNAME = trap_manager
export VERILOG_FILES = /design/flow/design.v
export SDC_FILE = /design/flow/constraint.sdc
export NUM_CORES = 4
export LEC_CHECK = 1
export CORE_AREA = 10 10 70 70
export DIE_AREA = 0 0 80 80
```
**flow/constraint.sdc**
```tcl
current_design trap_manager

set clk_period 1.0
set clk_io_pct 0.2

create_clock -name clk0 -period $clk_period [get_ports {clk_i}]

set non_clock_inputs [all_inputs -no_clocks]
set_input_delay [expr $clk_period * $clk_io_pct] -clock clk0 $non_clock_inputs
set_output_delay [expr $clk_period * $clk_io_pct] -clock clk0 [all_outputs]
```
==> flow_metrics.env <==
# yosys + openroad results
export IMPL_cp_num_buf_inv=2
export IMPL_regMostFlops="state_CRT"
export IMPL_cp_end_kind="output pin"
export IMPL_clock_fmax_mhz=932
export IMPL_ys_cells=16
export IMPL_path_class="reg2out"
export IMPL_tightest_slew_ns=0.192
export IMPL_die_h_um=80
export IMPL_synth_area_um2=136
export IMPL_fp_util_pct=3.99
export IMPL_cts_sinks=3
export IMPL_antenna_cells=0
export IMPL_holdWs_ns=0.368
export IMPL_rr_worst_depth=3
export IMPL_cp_arrival_ns=0.87
export IMPL_syn_mean_instance_area_um2=8.52
export IMPL_final_max_slew_violation_count=0
export IMPL_ys_chip_area_um2=136
export IMPL_final_layout_size_suffix_gt1_share_pct=56.3
export IMPL_yosysUniqueCellTypes=9
export IMPL_cts_hold_buf=0
export IMPL_dr_pass1_iters=2
export IMPL_critical_path_required_ns=0.80
export IMPL_grt_setup_unrepaired="true"
export IMPL_dpl_cell_count=72
export IMPL_die_area_um2=6400
export IMPL_ys_ff=3
export IMPL_hold_depth=2
export IMPL_crit_fanout=2
export IMPL_grt_max_degree=5
export IMPL_place_ws_ns=-0.595
export IMPL_p_per_area_nw_per_um2=1280
export IMPL_top_cell_area_share_pct=44.0
export IMPL_cts_root_buf="clkbuf_4"
export IMPL_nFillCells=404
export IMPL_hold_viol_final=0
export IMPL_cp_slowest_cell="dfxtp_2"
export IMPL_fin_ws_ns=-0.0733
export IMPL_cts_max_path_buffers=2
export IMPL_fin_worst_skew_ns=0.00109
export IMPL_mi_logic_area_um2=85.1
export IMPL_portBuffers=8
export IMPL_period_used_pct=107
export IMPL_slew_headroom_pct=87.2
export IMPL_largest_reg_flops=3
export IMPL_drc=0
export IMPL_die_w_um=80
export IMPL_grt_pass1_wl_um=786
export IMPL_path_delay_family="flip-flops"
export IMPL_layout_cells_non_filler=78
export IMPL_seq_area_frac_synth_pct=44.0
export IMPL_pin_count=9
export IMPL_async_reset_ff_share_pct=0
export IMPL_status="complete, but fails checks"
export IMPL_gp_congestion=0.746
export IMPL_overflow=0
export IMPL_synth_edff_count=0
export IMPL_hp_class="in2reg"
export IMPL_grt_pass1_vias=168
export IMPL_min_period_ns=1.07
export IMPL_cts_tree="done"
export IMPL_area_growth_pct=145
export IMPL_rows=21
export IMPL_setup_viol_count_final=1
export IMPL_flop_cell="dfxtp_1"
export IMPL_vias_per_cell=2.13
export IMPL_clkTransAtPathRegs_ns=0.04
export IMPL_num_vias=166
export IMPL_ys_warn_count=1
export IMPL_synthCells=16
export IMPL_log_warning_count=27
export IMPL_hpwlAfterDp_um=456
export IMPL_p_leak_nw=0.138
export IMPL_top_cell="nand2_1"
export IMPL_first_iter_violations=4
export IMPL_violations="setup timing"
export IMPL_h_tree_depth=1
export IMPL_cp_start_kind="flop"
export IMPL_reg_top3="state_CRT x3"
export IMPL_crit_path_max_incr_delay_ns=0.32
export IMPL_largest_area_cell="dfxtp_1"
export IMPL_numCtsBuffers=3
export IMPL_ys_top_cells_by_count="nand2_1, dfxtp_1, a21boi_0"
export IMPL_wl_per_cell_um=7.05
export IMPL_top_cells_by_area="dfxtp_1, nand2_1, o311ai_2, a21boi_0, nand3b_1"
export IMPL_cp_cell_sequence="buf_6 -> nand2b_4 -> nand2_2 -> buf_2"
export IMPL_clk_latency_ns=0.23
export IMPL_cp_num_cells=4
export IMPL_core_um2=3420
export IMPL_antenna_found_initial=0
export IMPL_antenna_left=0
export IMPL_regArea_um2=62.6
export IMPL_ir_drop_v=0.000694
export IMPL_drv_cap=0
export IMPL_grt_use_total_pct=1.74
export IMPL_routed_wl_um=550
==> metrics by stage <==
step	TNS (ns)	area [um^2]	total power, mW	utilization, %
floorplan	0	136	0.154	-
global placement	-1.30	289	0.213	8.46
detailed placement	-1.36	289	0.215	8.46
CTS	-0.0889	330	0.437	9.67
global route	-0.133	334	0.461	9.78
finish	-0.0733	334	0.428	9.78
==> layout make-up <==
class | count | share of cell area, %
clock buffer | 4 | 7.87
inverter | 2 | 2.25
multi-input combinational | 11 | 25.5
sequential | 3 | 18.7
tap | 46 | 17.2
timing repair buffer | 12 | 28.5
==> repair_timing <==
action                                  4_1_cts  5_1_grt
resized                                      20        2
buffers inserted                              1        1
endpoints found under the setup margin        3        3
pin swaps                                     4        1
==> layer usage <==
metal  vias to the layer above  track usage, %  wire length, um
li1                         84               -                -
met1                        71            2.32              316
met2                        11            1.69              152
met3                         0            2.05               81
met4                         0           0.176                0
met5                         -               0                0
==> logic make-up after synthesis <==
group	count (synthesis)	share of synthesized area, %
buffers and inverters	2	5.50
flip-flops	3	44.0
AND-OR/OR-AND	4	26.6
AND/OR/NAND/NOR	7	23.9
==> where the power goes <==
group	total, mW	switching (mW)	internal, mW	leakage (nW)
sequential	0.136	0.00575	0.130	0.0251
clock	0.216	0.0662	0.150	0.0150
combinational	0.0764	0.0305	0.0459	0.0976
==> path summary, 6_finish.rpt <==
kind / start / endpoint / slack [ns]
worst max-delay path: state_CRT[2] / stall_o / -0.07
worst min-delay path: interrupt_i / state_CRT[0] / 0.37
worst max register to register: state_CRT[0] / state_CRT[0] / 0.18
worst min register to register: state_CRT[1] / state_CRT[0] / 0.48
==> layout by cell type (no fill, tap or decap), types with 2 or more instances in the layout <==
cell type / count
nand2_1: 3
clkbuf_4: 3
dlygate4sd2_1: 3
buf_4: 3
nand2_2: 2
a21boi_0: 2
buf_2: 2
dfxtp_2: 2
No activity file was given, so power comes from the tool's default toggle rates.
